==> design/flow/design.v <==
module conv_apb 
  (
    input wire PCLK,            
    input wire PRESETB,         
    input wire [31:0] PADDR,    
    input wire PSEL,            
    input wire PENABLE,         
    input wire PWRITE,          
    input wire [31:0] PWDATA,   
    output wire [31:0] PRDATA,
    input wire [31:0] clk_counter,
    input wire conv_done,
    output reg conv_start,
    output reg [2:0]  COMMAND,
    output reg [8:0]  InCh,
    output reg [8:0]  OutCh,
    output reg [5:0]  FLength,
    input wire  F_writedone,
    output reg  F_writedone_respond,
    input wire  B_writedone,
    output reg  B_writedone_respond,
    input wire  rdy_to_transmit,
    output reg  rdy_to_transmit_respond,
    input wire  transmit_done,
    output reg  transmit_done_respond 
  );
  wire state_enable;
  wire state_enable_pre;
  reg [31:0] prdata_reg;
  assign state_enable = PSEL & PENABLE;
  assign state_enable_pre = PSEL & ~PENABLE;
  always @(posedge PCLK, negedge PRESETB) begin
    if (PRESETB == 1'b0) begin
      prdata_reg <= 32'h00000000;
    end
    else begin
      if (~PWRITE & state_enable_pre) begin
        case ({PADDR[31:2], 2'h0})
          32'h00000020: begin
            prdata_reg<=F_writedone;          
          end
          32'h00000024: begin
            prdata_reg<=B_writedone;
          end
          32'h00000028: begin
            prdata_reg<=rdy_to_transmit;
          end
          32'h0000002C: begin
            prdata_reg<=transmit_done;
          end
          32'h0000030: begin
            prdata_reg<=clk_counter;   
          end
        endcase
      end
      else begin
        prdata_reg <= 32'h0;
      end
    end
  end
  assign PRDATA = (~PWRITE & state_enable) ? prdata_reg : 32'h00000000;
  always @(posedge PCLK, negedge PRESETB) begin
    if (PRESETB == 1'b0) begin
      conv_start <= 1'b0;
      COMMAND<=0;
    end
    else begin
      if (PWRITE & state_enable) begin
        case ({PADDR[31:2], 2'h0})
          32'h00000000 : begin  
            case (PWDATA)
              32'h1: begin
                conv_start<=1;
                COMMAND <= 1;   
              end
              32'h2: begin
                COMMAND <=2;    
              end
              32'h3: begin
                COMMAND <=3;    
              end
              32'h4: begin 
                COMMAND <=4;    
              end
              32'h0: begin      
                conv_start<=0;
                COMMAND<=0;
                InCh<=0;
                OutCh<=0;
                FLength<=0;
                F_writedone_respond<=0;
                B_writedone_respond<=0;
                rdy_to_transmit_respond<=0;
                transmit_done_respond<=0;
              end
            endcase
            conv_start <= PWDATA[0];
          end
          32'h00000004 : begin
            InCh <= PWDATA;
          end
          32'h00000008 : begin
            OutCh <= PWDATA;
          end
          32'h0000000c : begin
            FLength <= PWDATA;
          end
          32'h00000010 : begin
            F_writedone_respond <= PWDATA;
          end
          32'h00000014 : begin
            B_writedone_respond <= PWDATA;
          end
          32'h00000018 : begin
            rdy_to_transmit_respond <= PWDATA;
          end
          32'h0000001C : begin
            transmit_done_respond  <= PWDATA;
          end
        endcase
      end
    end
  end
endmodule
==> design/flow/run.sh <==
#!/bin/bash
# OpenROAD 26Q1-2900-gdf79404cd8, Yosys 0.63+post, stock flow scripts
make -C /OpenROAD-flow-scripts/flow DESIGN_CONFIG=/design/flow/config.mk WORK_HOME=/design/flow/orfs finish
==> design/flow/config.mk <==
export PLATFORM = sky130hd
export DESIGN_NAME = conv_apb
export DESIGN_NICKNAME = conv_apb
export VERILOG_FILES = /design/flow/design.v
export SDC_FILE = /design/flow/constraint.sdc
export NUM_CORES = 4
export LEC_CHECK = 1
export CORE_UTILIZATION = 40
==> design/flow/constraint.sdc <==
current_design conv_apb

set clk_period 1.7
set clk_io_pct 0.2

create_clock -name clk0 -period $clk_period [get_ports {PCLK}]

set non_clock_inputs [all_inputs -no_clocks]
set_input_delay [expr $clk_period * $clk_io_pct] -clock clk0 $non_clock_inputs
set_output_delay [expr $clk_period * $clk_io_pct] -clock clk0 [all_outputs]
==> summary.json <==
{
  "worst_setup_path": {
    "critical-path-slowest-cell": "sky130_fd_sc_hd__or4_4",
    "cp_top_family": "simple AND/OR/NAND/NOR gates",
    "timing.reg2reg.worst_path_depth": 2,
    "timing_worst_setup_path_type": "primary input to flop",
    "worst_setup_path_start_kind": "primary input",
    "cp_num_buf_inv": 4,
    "max_stage_delay_ns": 0.54,
    "worstReg2RegStart": "prdata_reg[0]$_DFFE_PN0P_",
    "setup.reg_to_reg.worst_slack_ns": 0.87,
    "regToRegEndpoint": "prdata_reg[0]$_DFFE_PN0P_",
    "timing.critical_path.arrival_ns": 2.10,
    "worstPathRequired_ns": 1.76,
    "endpoint_kind": "flop",
    "critical_path.max_fanout": 5,
    "critical_path_cell_sequence": "clkbuf_2, or4_4, or3_4, nor4_4, buf_4, nor3b_4, buf_6, buf_12"
  },
  "final_layout": {
    "drive_gt1_share_pct": 42.9,
    "final_common_cell": "sky130_fd_sc_hd__clkdlybuf4s50_1",
    "seq_area_mm2": 0.00174,
    "syn2layout_area_growth_pct": 106,
    "finished_core_util_pct": 85.9,
    "finish.instance_area_mm2": 0.00630,
    "multi_input_logic_area_mm2": 0.00177,
    "final_layout_top_logic_cells": "sky130_fd_sc_hd__clkdlybuf4s50_1 (104), sky130_fd_sc_hd__buf_4 (50), sky130_fd_sc_hd__dfrtp_1 (36)",
    "max_reg_flops": 32,
    "nFillCells": 337
  },
  "global_routing": {
    "globalRoute.totalOverflow": 0,
    "gr-usage-all-layers_pct": 26.6,
    "antenna_found_initial": 0,
    "grt_pass1_vias": 3031,
    "grt_first_pass_wirelength_um": 15300,
    "maximum_number_of_pins_on_one_net_before_global_route_repair": 37
  },
  "floorplanning": {
    "io-pin-count": 170,
    "floorplan.core_util_pct": 41.7,
    "die_y_um": 89.4,
    "cell_rows": 31,
    "floorplan.die_area_mm2": 0.00799,
    "die_w_um": 89.4,
    "design.core.area_mm2": 0.00733
  },
  "place": {
    "globalplace.congestion": 0.806,
    "place_area_mm2": 0.00520,
    "total_half_perimeter_wirelength_after_legalization_and_detailed_placement_um": 6130,
    "portBuffers": 166
  },
  "synthesis": {
    "ys_warn_count": 1,
    "syn-cell-area_mm2": 0.00305,
    "post_synth_top_area_share_pct": 29.5,
    "seq_area_frac_synth_pct": 57.0,
    "synth.area.top_cells": "sky130_fd_sc_hd__dfrtp_1 (29%), sky130_fd_sc_hd__edfxtp_1 (28%), sky130_fd_sc_hd__and2_1 (11%)",
    "synth_flops": 64,
    "synthCells": 257,
    "synth_cell_type_count": 38,
    "synth_area_per_cell_um2": 11.9,
    "ys_cells": 257,
    "synth_top_cell_by_area": "sky130_fd_sc_hd__dfrtp_1",
    "yosys-stat-area_mm2": 0.00305
  },
  "sta": {
    "final-hold-violation-count": 0,
    "slew-limit-headroom_pct": 68.2,
    "timing.final.setup_violations": 91,
    "timing.final.crit_period_ns": 2.04,
    "timing.fmax_mhz": 490,
    "timing.hold.ws_ns": 0.0766,
    "postLayoutSetupSlackWorst_ns": -0.340,
    "finalClockPeriodUsage_pct": 120,
    "tightest_slew_ns": 0.477,
    "timing.clock.skew_ns": 0,
    "timing_max_transition_violations_final": 0,
    "grt_setup_unrepaired": "yes"
  },
  "cts": {
    "numCtsBuffers": 9,
    "clk_pin_slew_ns": 0.07,
    "clock_path_buffers": 2,
    "root_buffer": "sky130_fd_sc_hd__clkbuf_8",
    "htree_levels": 3,
    "tritoncts": "done",
    "numClockSinks": 64,
    "clock.latency.late_pin_ns": 0.34,
    "cts-hold-fix-buffers": 0
  },
  "drt": {
    "vias_per_cell": 5.16,
    "wl_per_cell_um": 17.5,
    "drt-total-wl_um": 10600,
    "via_count": 3119,
    "initialDrtViolationCount": 108,
    "drt.antenna.violating_nets": 0,
    "antennaDiodeCount": 0,
    "drtPass1Iterations": 4,
    "remaining_drc_errors": 0
  },
  "run": {
    "tool_warnings": 32,
    "maxCapViolCount": 0
  },
  "pwr": {
    "irDropWorstVdd_mv": 0.470,
    "power_per_cell_area_mw_per_mm2": 544,
    "power.leakage_nw": 2.96
  },
  "run_status": {
    "outcome": "complete, but fails checks",
    "failed_checks": "setup timing"
  },
  "hold_path": {
    "min_path_type": "primary input to async pin"
  }
}
[worst max-delay path by stage]
stage                               endpoint      start  cells past startpoint  slack, ns
after global routing  OutCh[2]$_SDFFCE_PP0P_  PADDR[23]                      8      -0.37
final                  InCh[4]$_SDFFCE_PP0P_  PADDR[23]                      8      -0.34
after CTS              InCh[4]$_SDFFCE_PP0P_  PADDR[24]                      8      -0.43
[per-layer routing]
| metal | wire, µm | part of all wire [%] | up-vias | GRT usage, % |
|---|---|---|---|---|
| met5 | 0 | 0 | - | 0 |
| met4 | 181 | 1.7 | 0 | 3.46 |
| met3 | 762 | 7.2 | 21 | 6.65 |
| met2 | 4960 | 47 | 136 | 40.7 |
| met1 | 4660 | 44 | 1512 | 41.6 |
| li1 | - | - | 1450 | - |
[synth_stat cells]
| cell | n |
|---|---|
| sky130_fd_sc_hd__nor3_2 | 1 |
| sky130_fd_sc_hd__o31ai_1 | 1 |
| sky130_fd_sc_hd__buf_2 | 1 |
| sky130_fd_sc_hd__or2_2 | 2 |
| sky130_fd_sc_hd__and2_1 | 53 |
| sky130_fd_sc_hd__nor4_1 | 14 |
| sky130_fd_sc_hd__and3b_1 | 7 |
| sky130_fd_sc_hd__nand4_1 | 2 |
| sky130_fd_sc_hd__nand3_1 | 2 |
| sky130_fd_sc_hd__nand2b_1 | 1 |
| sky130_fd_sc_hd__o21ai_0 | 3 |
| sky130_fd_sc_hd__nor2_1 | 10 |
| sky130_fd_sc_hd__a22oi_1 | 1 |
| sky130_fd_sc_hd__or2_1 | 1 |
| sky130_fd_sc_hd__nor4_4 | 1 |
| sky130_fd_sc_hd__nand2_1 | 10 |
| sky130_fd_sc_hd__a21oi_1 | 4 |
| sky130_fd_sc_hd__or4_4 | 1 |
| sky130_fd_sc_hd__a31oi_1 | 3 |
| sky130_fd_sc_hd__nor3b_1 | 2 |
| sky130_fd_sc_hd__a2bb2o_1 | 1 |
| sky130_fd_sc_hd__and3_1 | 8 |
| sky130_fd_sc_hd__inv_1 | 1 |
| sky130_fd_sc_hd__buf_6 | 3 |
| sky130_fd_sc_hd__nand3b_1 | 2 |
| sky130_fd_sc_hd__or3_4 | 1 |
| sky130_fd_sc_hd__nor3_1 | 4 |
| sky130_fd_sc_hd__o21a_1 | 1 |
| sky130_fd_sc_hd__dfrtp_1 | 36 |
| sky130_fd_sc_hd__a22o_2 | 29 |
| sky130_fd_sc_hd__and4_1 | 2 |
| sky130_fd_sc_hd__a22o_1 | 2 |
| sky130_fd_sc_hd__clkbuf_1 | 13 |
| sky130_fd_sc_hd__mux2_2 | 2 |
| sky130_fd_sc_hd__and2_0 | 1 |
| sky130_fd_sc_hd__a2bb2oi_1 | 2 |
| sky130_fd_sc_hd__or3_1 | 1 |
| sky130_fd_sc_hd__edfxtp_1 | 28 |
[power breakdown]
group / switching [mW] / internal, mW
registers: 0.000000000229 / 1.60
logic: 0.189 / 0.293
clock network: 0.624 / 0.719
total: 0.812 / 2.61
[repair_timing]
item / in CTS / in global routing
gates cloned: 13 / 0
pin swaps: 33 / 28
gates resized: 175 / 72
setup buffers: 31 / 11
setup endpoints to repair: 124 / 104
[kinds of logic (layout without fill, tap and decap cells)]
group                  after synthesis  in the layout  synth area share, %
AOI/OAI and AO/OA                   47             47                 13.5
muxes                                2              2                0.737
buffers and inverters               18            265                 2.99
and+or+nand+nor                    126            128                 25.8
DFF                                 64             64                 57.0
[cell type report]
cell class                      count  area share (%)
Clock buffer                       10            2.18
Clock inverter                      6            1.05
Inverter                            1          0.0596
Multi-Input combinational cell    177            28.1
Sequential cell                    64            27.6
Tap cell                           99            1.97
Timing Repair Buffer              248            39.0
[through the flow]
step	std cells	setup slack [ns]	TNS [ns]	power, mW
after floorplan	257	-0.443	-25.74	1.70
after global placement	543	-0.915	-86.71	2.03
after global routing	605	-0.371	-25.06	3.55
after CTS	602	-0.432	-29.81	3.41
final	605	-0.340	-22.52	3.43
after detailed placement	543	-0.916	-88.20	2.04
No activity file was given, so power comes from the tool's default toggle rates.
